[flow/run.sh]
#!/bin/bash
# OpenROAD 26Q1-2900-gdf79404cd8, Yosys 0.63+post, stock flow scripts
make -C /OpenROAD-flow-scripts/flow DESIGN_CONFIG=/design/flow/config.mk WORK_HOME=/design/flow/orfs finish
[flow/config.mk]
export PLATFORM = sky130hd
export DESIGN_NAME = multiplier
export DESIGN_NICKNAME = multiplier
export VERILOG_FILES = /design/flow/design.v
export SDC_FILE = /design/flow/constraint.sdc
export NUM_CORES = 4
export LEC_CHECK = 1
export CORE_UTILIZATION = 50
[flow/constraint.sdc]
current_design multiplier

set clk_period 30.1
set clk_io_pct 0.2

create_clock -name clk0 -period $clk_period [get_ports {clk_exe}]

set non_clock_inputs [all_inputs -no_clocks]
set_input_delay [expr $clk_period * $clk_io_pct] -clock clk0 $non_clock_inputs
set_output_delay [expr $clk_period * $clk_io_pct] -clock clk0 [all_outputs]
[flow/design.v]
module multiplier
			#(parameter RF_DATASIZE=16)
			(	
				input wire[RF_DATASIZE-1:0] xb_dtx, xb_dty, 
				output wire[RF_DATASIZE-1:0] mul_xb_dt,
				input wire ps_mul_en, ps_mul_otreg,
				input wire[3:0] ps_mul_dtsts,
				input wire[1:0] ps_mul_cls, ps_mul_sc,
				input wire clk_exe, reset,
				output wire mul_ps_mv, mul_ps_mn
			);
		reg mul_en, mul_otreg;
		reg mul_rndPrdt, mul_IbF, mul_rxUbS, mul_ryUbS;		 
		reg[1:0] mul_cls, mul_sc;
		always@(posedge clk_exe or negedge reset)
		begin 
			if(~reset)
			begin
				mul_en <= 1'b0;
			end
			else
				mul_en <= ps_mul_en;
		end	
		always@(posedge clk_exe or negedge reset)
		begin
		    if(~reset)
		    begin
		        mul_otreg <= 1'b0;
				mul_ryUbS <= 1'b0;
				mul_rxUbS <= 1'b0;
				mul_IbF <= 1'b0;
				mul_rndPrdt <= 1'b0;
				mul_cls <= 2'b00;
				mul_sc <= 2'b00;
			end
			else if(ps_mul_en)
			begin
				mul_otreg <= ps_mul_otreg;
				mul_ryUbS <= ps_mul_dtsts[3];
				mul_rxUbS <= ps_mul_dtsts[2];
				mul_IbF <= ps_mul_dtsts[1];
				mul_rndPrdt <= ps_mul_dtsts[0];
				mul_cls <= ps_mul_cls;
				mul_sc <= ps_mul_sc;
			end
		end
		wire mul_mrUbS;
		assign mul_mrUbS=mul_rxUbS;	 
		reg[RF_DATASIZE-1:0] Rx16_latched, Ry16_latched;
		always@(posedge clk_exe or negedge reset)
		begin
			if(~reset)
			begin
				Ry16_latched <= 16'h0;
			end
			else
				if( ps_mul_en & ps_mul_cls!=2'b00 )
					Ry16_latched <= xb_dty;
		end
		always@(posedge clk_exe or negedge reset)
		begin
		    if(~reset)
		    begin
		          Rx16_latched <= 16'h0;
		    end
			else if( ps_mul_en & ~(ps_mul_cls==2'b00 & (~ps_mul_otreg|(&ps_mul_sc))) )
				Rx16_latched <= xb_dtx;
		end
		wire[RF_DATASIZE:0] U_Rx, S_Rx, U_Ry, S_Ry;	 
		assign U_Rx={1'b0,Rx16_latched};
		assign S_Rx={Rx16_latched,1'b0};		 
		assign U_Ry={1'b0,Ry16_latched};
		assign S_Ry={Ry16_latched,1'b0};
		wire signed[RF_DATASIZE:0] S_x,S_y;		 
		assign S_x = mul_rxUbS ? S_Rx : U_Rx;
		assign S_y = mul_ryUbS ? S_Ry : U_Ry;
		wire signed[2*RF_DATASIZE+1:0] S_p;		 
		assign S_p = S_x * S_y;
		wire s1,s0;	 
		assign s1 = ~mul_rxUbS | ~mul_ryUbS;
		assign s0 = (mul_rxUbS & (~mul_ryUbS |  mul_IbF)) | (~mul_rxUbS & mul_ryUbS);
		reg[2*RF_DATASIZE-1:0] mul32_product_data;	 
		reg[(RF_DATASIZE*5/2)-1:0] mul40_out_data;	 
		always@(*)
		begin
			case( {s1,s0} )
				2'b00:	mul32_product_data=S_p[2*RF_DATASIZE+1:2];		 
				2'b01:	mul32_product_data=S_p[2*RF_DATASIZE+1:2]<<1;		 
				2'b10:	mul32_product_data=S_p[2*RF_DATASIZE-1:0];		 
				2'b11:	mul32_product_data=S_p[2*RF_DATASIZE:1];		 
			endcase
		end
		reg [(RF_DATASIZE*5/2)-1:0] mr40_data;
		wire [(RF_DATASIZE*5/2)-1:0] mr_in_data;
		reg [RF_DATASIZE-1:0] mr_slice;	 
		wire[(RF_DATASIZE*5/2)-1:0] sat_out;
		wire satEn;
		assign satEn = (mul_cls==2'b00) & (mul_sc==2'b11);
		mul_sat sat1(satEn, mr40_data, mul_mrUbS, mul_IbF, sat_out);	
		defparam sat1.SIZE=RF_DATASIZE;
		wire[RF_DATASIZE*5/2-1:0] rnd40_out;
		mul_rnd rnd1(mul40_out_data, mul_rndPrdt, rnd40_out);
		defparam rnd1.SIZE=RF_DATASIZE;
		always@(*)
		begin
			casex(mul_cls)
				2'b00:	 
					case(mul_sc)			 
						2'b00:			 
							begin	
								mul40_out_data = { mr40_data[RF_DATASIZE*5/2-1:RF_DATASIZE], Rx16_latched };
								mr_slice = mr40_data[RF_DATASIZE-1:0];	
							end
						2'b01:			 
							begin
								mul40_out_data = { {RF_DATASIZE/2{Rx16_latched[RF_DATASIZE-1]}}, Rx16_latched, mr40_data[RF_DATASIZE-1:0] };
								mr_slice = mr40_data[RF_DATASIZE*2-1:RF_DATASIZE];
							end
						2'b10:	
							begin		 
								mul40_out_data = { Rx16_latched[RF_DATASIZE/2-1:0], mr40_data[RF_DATASIZE*2-1:0] };
								mr_slice = {{RF_DATASIZE/2{mr40_data[RF_DATASIZE*5/2-1]}}, mr40_data[RF_DATASIZE*5/2-1 : RF_DATASIZE*2]};
							end				
						2'b11:	
						    begin
						          mul40_out_data = sat_out;	 
					              mr_slice = {RF_DATASIZE{1'h0}};
					        end
					endcase
				2'b01:	 
				    begin
                        mul40_out_data = { { RF_DATASIZE/2 { S_x[RF_DATASIZE]^S_y[RF_DATASIZE] } }, mul32_product_data };
						mr_slice = {RF_DATASIZE{1'h0}};
                    end
				2'b1X:	 
					begin
                        mul40_out_data = mr40_data + mul_cls[0] + ( { { RF_DATASIZE/2 { S_x[RF_DATASIZE]^S_y[RF_DATASIZE] } }, mul32_product_data } ^ { RF_DATASIZE*5/2 {mul_cls[0]} } ) ;	 
                        mr_slice = {RF_DATASIZE{1'h0}};
                    end
			endcase
		end
		assign mr_in_data = (mul_otreg & mul_en) ? rnd40_out : mr40_data;
		always@(posedge clk_exe or negedge reset)
		begin
			if(~reset)
				mr40_data<=40'h0;		 
			else
				mr40_data<=mr_in_data;
		end
		wire [RF_DATASIZE-1:0] mul_out;
		assign mul_out = mul_IbF ? rnd40_out[(2*RF_DATASIZE-1):RF_DATASIZE] : rnd40_out[RF_DATASIZE-1:0];
		assign mul_xb_dt = (mul_cls==2'b00 & mul_sc!=2'b11) ? mr_slice : mul_out;
		wire mul_mn;
		reg mul_mv;
		always@(*)
		begin
			case( {mul_rxUbS|mul_ryUbS , mul_IbF} )		
					2'b00:	 
						mul_mv = ~(rnd40_out[(RF_DATASIZE*5/2)-1:RF_DATASIZE]=={24{1'h0}}); 
					2'b01:	 
						mul_mv = ~(rnd40_out[(RF_DATASIZE*5/2)-1:RF_DATASIZE*2]==8'h00);
					2'b10:	 
						mul_mv = ~(rnd40_out[(RF_DATASIZE*5/2)-1:RF_DATASIZE-1]=={25{1'h1}} | mul40_out_data[(RF_DATASIZE*5/2)-1:RF_DATASIZE-1]=={25{1'h0}});	
					2'b11:	 
						mul_mv = ~(rnd40_out[(RF_DATASIZE*5/2)-1:RF_DATASIZE*2-1]=={9{1'h1}} | mul40_out_data[(RF_DATASIZE*5/2)-1:RF_DATASIZE*2-1]=={9{1'h0}});
			endcase
		end
		assign mul_mn = (mul_rxUbS|mul_ryUbS) & rnd40_out[(RF_DATASIZE*5/2)-1];
		assign mul_ps_mv = mul_mv & ~(mul_cls==2'b00 & mul_sc!=2'b11);
		assign mul_ps_mn = mul_mn & ~(mul_cls==2'b00 & mul_sc!=2'b11);
endmodule
module mul_rnd	
		#(parameter SIZE=16)
		(
			input wire[SIZE*5/2-1:0] data_in,		 
			input wire ps_mul_rndPrdt,
			output reg[SIZE*5/2-1:0] out		 
		);
	always@(*)
	begin
		if(ps_mul_rndPrdt)		 
		begin
			if(~data_in[SIZE-1])	
				out = { data_in[SIZE*5/2-1:SIZE], {SIZE{1'b0}} };
			else
			begin
				if(data_in[SIZE-2:0]=={(SIZE-1){1'b0}})
					out = { (data_in[SIZE*5/2-1:SIZE]+data_in[SIZE]), {SIZE{1'b0}} };
				else
					out = { (data_in[SIZE*5/2-1:SIZE]+1), {SIZE{1'b0}} };
			end
		end
		else
			out=data_in;
	end
endmodule
module mul_sat	
		#(parameter SIZE=16)
		(
		input wire mul_satEn,	
		input wire[(SIZE*5/2)-1:0] data_in, 	 
		input wire UbS, IbF, 		
		output reg[(SIZE*5/2)-1:0] out		 
		);
	always@(*)
	begin
		if(mul_satEn)	 
		begin
			case( {UbS,IbF} )		 
				2'b00:	 
					out = (data_in[(SIZE*5/2)-1:SIZE]=={ (SIZE*5/2 - SIZE){1'h0} }) ? data_in : 40'h00_0000_FFFF;		 
				2'b01:	 
					out = (data_in[(SIZE*5/2)-1:SIZE*2]=={(SIZE/2){1'h0}}) ? data_in : 40'h00_FFFF_FFFF;		 
				2'b10:	 
					if(data_in[(SIZE*5/2)-1:SIZE-1]=={ (SIZE*5/2 - SIZE + 1){1'h1}} | data_in[(SIZE*5/2)-1:SIZE-1]=={ (SIZE*5/2 - SIZE + 1){1'h0}})				 
						out=data_in;
					else
						out = data_in[(SIZE*5/2)-1] ? 40'hFF_FFFF_8000 : 40'h00_0000_7FFF;
				2'b11:	 
					if(data_in[(SIZE*5/2)-1:SIZE*2-1]=={ (SIZE*5/2 - 2*SIZE +1){1'h1}} | data_in[(SIZE*5/2)-1:SIZE*2-1]=={ (SIZE*5/2 - 2*SIZE + 1){1'h0}})			 
						out=data_in;
					else
						out = data_in[(SIZE*5/2)-1] ? 40'hFF_8000_0000 : 40'h00_7FFF_FFFF;			 
			endcase
		end
		else
			out=data_in;
	end
endmodule 
==> results.json <==
{
  "netlist_instances": 2744,
  "tightest_slew_ns": 1.020,
  "std_cell_rows": 76,
  "io_buffers": 61,
  "r2r-start": "mul_rxUbS",
  "drv_cap": 0,
  "fmax_mhz": 51.53,
  "fa_ha_area_share_pct": 34.13,
  "yosysSeqAreaShare_pct": 9.310,
  "grt_max_degree": 73,
  "slew_headroom_pct": 31.39,
  "final-hold-violation-count": 0,
  "slowest_stage": "nor4_2",
  "ys_cells": 2744,
  "grt_usage_pct": 40.02,
  "fillers": 4003,
  "whs_ns": 0.5408,
  "synth-xor-area-share_pct": 4.053,
  "core_util_floorplan_pct": 50.94,
  "overflow": 0,
  "cts_resized": 0,
  "detail_route.wl_per_cell_um": 24.54,
  "critPathMaxFanout": 57,
  "tool_warnings": 26,
  "layout.area.comb_sq_mm": 0.01821,
  "layout-drive-gt1-share_pct": 7.192,
  "drt_wl_total_um": 81920,
  "gp_congestion": 1.070,
  "synth.area.mux_share_pct": 6.097,
  "setup_viol": 0,
  "outcome": "finished clean",
  "min_period_ns": 19.41,
  "htreeDepth": 3,
  "synth-main-ff-cell": "dfrtp_1",
  "final_util_pct": 54.84,
  "vias": 20998,
  "end_kind": "primary output",
  "grt_pass1_wl_um": 127800,
  "viasPerCell": 6.289,
  "ff2ff_setup_slack_ns": 17.85,
  "cts_root_buf": "clkbuf_16",
  "path_clk_slew_ns": 0.07,
  "chipArea_sq_mm": 0.04492,
  "syn2layout_area_growth_pct": 7.652,
  "die_height_um": 212.0,
  "synth.distinct_cells": 89,
  "min_to": "Ry16_latched[5]",
  "ant_nets": 0,
  "holdCritPathClass": "reg -> reg",
  "finalClockPeriodUsage_pct": 64.47,
  "finalMaxSlewViolations": 0,
  "cts.sinks": 82,
  "drt_iter0_drc": 2037,
  "grt.met1_usage_pct": 60.93,
  "rr_endpoint": "mr40_data[38]",
  "antenna_found_initial": 3,
  "use_met3_pct": 18.37,
  "synthSimpleGateAreaFrac_pct": 19.13,
  "ys_sh_aoi_pct": 19.12,
  "finClkSkew_ns": 0.008700,
  "synth_warnings": 3,
  "grt_most_used_layer": "met1",
  "drcViolationCount": 0,
  "cts_hold_buf": 0,
  "critPathArrivalTime_ns": 13.39,
  "rsz0062_at_grt": "false",
  "place_hpwl_um": 66910,
  "coreArea_sq_mm": 0.04327,
  "grt_pass1_vias": 20902,
  "cp-start-kind": "register",
  "synth-area-yosys_sq_mm": 0.02204,
  "synth_area_sq_mm": 0.02204,
  "setup_tns_ns": 0,
  "cp_slowest_stage_delay_ns": 0.88,
  "flop_area_sq_mm": 0.002058,
  "crit_path_frequent_cell": "fa_1",
  "min_path_cells": 1,
  "cts_made_buffers": 9,
  "min_from": "Ry16_latched[5]",
  "reg2reg_depth": 35,
  "clockBufferDepth": 2,
  "ys.flops": 82,
  "die_width_um": 212.0,
  "enable_flop_cells": 0,
  "place_inst": 3322,
  "grt_use_met2_pct": 53.63,
  "dr.pass1.iters": 6,
  "postCtsSetupRepairBufs": 0,
  "ys_top_logic_family": "adder cells",
  "synth_area_per_cell_sq_um": 8.032,
  "fin_cells": 3339,
  "worst_ep_required_time_ns": 24.08,
  "clk_latency_ns": 0.38,
  "async_flop_share_pct": 100.0,
  "cts_tree": "yes",
  "worstSetupPathType": "reg -> out",
  "io_pins": 62
}
==> sequential cells by signal, indices dropped and copies added (netlist names) <==
name,flops
mul_cls,2
mul_sc,2
mul_otreg,1
mr40_data,40
mul_ryUbS,1
mul_IbF,1
Rx16_latched,16
mul_en,1
mul_rxUbS,1
Ry16_latched,16
mul_rndPrdt,1
==> worst max-delay path by stage <==
stage                     start   endpoint  slack, ns  depth (start not counted)
after CTS             mul_rxUbS  mul_ps_mv      10.97                         37
after global routing  mul_rxUbS  mul_ps_mv       9.81                         37
final                 mul_rxUbS  mul_ps_mv      10.69                         37
==> final cells by class <==
cell class                      instances  area share (%)
Multi-Input combinational cell       2188           76.73
Sequential cell                        82           8.674
Inverter                              336           5.315
Timing Repair Buffer                  131           4.777
Tap cell                              585           3.085
Clock buffer                            9          0.9492
Clock inverter                          7          0.4535
Antenna cell                            1         0.01055
==> Yosys cell counts (7+ instances only) <==
cell / number / area share, %
inv_1: 332 / 5.7
nand2_1: 308 / 5.2
fa_1: 297 / 27
nor2_1: 286 / 4.9
a21oi_1: 152 / 3.5
ha_1: 126 / 7.2
o21ai_0: 122 / 2.8
clkbuf_1: 116 / 2.0
dfrtp_1: 82 / 9.3
xnor2_1: 72 / 2.9
mux2_2: 70 / 3.6
nand3_1: 58 / 1.3
mux2i_1: 54 / 2.5
nor3_1: 51 / 1.2
a211oi_1: 32 / 1.1
nand4_1: 31 / 0.88
a21o_1: 30 / 1.0
o31ai_1: 30 / 1.0
xor2_1: 30 / 1.2
a31oi_1: 28 / 0.79
nor4_1: 27 / 0.77
nand2b_1: 25 / 0.71
o211ai_1: 25 / 0.85
and2_1: 23 / 0.65
o22ai_1: 22 / 0.62
o21a_1: 18 / 0.61
or3_1: 18 / 0.51
buf_1: 17 / 0.29
a221oi_1: 16 / 0.64
and3_1: 16 / 0.45
a211o_1: 12 / 0.48
o211a_1: 12 / 0.54
o221ai_1: 11 / 0.44
a221o_1: 10 / 0.45
nor2b_1: 10 / 0.28
nand3b_1: 9 / 0.31
or2_2: 9 / 0.26
nor4b_1: 8 / 0.32
o21ai_1: 8 / 0.18
o31a_1: 8 / 0.32
or4_1: 8 / 0.27
a22oi_1: 7 / 0.24
a311oi_1: 7 / 0.28
o2111ai_1: 7 / 0.28
==> layer usage <==
layer,vias to the layer above,routed length (um)
met3,142,11440
met1,10192,35620
met4,4,2179
met5,-,57
li1,9441,-
met2,1219,32620
==> critical path: cells and delay by family, from the launching register on <==
kind / cells / cell delay (ns)
buffers and inverters: 7 / 1.63
muxes: 2 / 0.34
and+or+nand+nor: 9 / 3.32
adders and majority gates: 8 / 3.80
xor gates and xnor gates: 2 / 0.24
DFF: 1 / 0.36
AOI/OAI and AO/OA: 9 / 3.26
==> cell families (layout without fill, tap and decap cells) <==
kind of cell	count (synthesis)	after routing
adders and majority gates	423	423
muxes	125	125
xor gates and xnor gates	102	102
DFF	82	82
and+or+nand+nor	913	913
AOI/OAI and AO/OA	625	625
other	0	1
buffers and inverters	474	483
==> metrics by stage <==
step                cell area [sq um]  worst slack (ns)
global placement                23390             11.58
finish                          23730             10.69
global route                    23730             9.812
detailed placement              23390             11.46
CTS                             23730             10.97
floorplan                       22040             12.99
==> layout by cell type (no fill, tap or decap), types with 10 or more instances in the layout <==
master | netlist | routed
dfrtp_1 | 82 | 77
nor2_1 | 286 | 285
a21oi_1 | 152 | 152
o211a_1 | 12 | 12
o211ai_1 | 25 | 25
nor4_1 | 27 | 27
buf_4 | 0 | 71
or3_1 | 18 | 18
a221o_1 | 10 | 10
and2_1 | 23 | 23
o31ai_1 | 30 | 30
a211o_1 | 12 | 12
a221oi_1 | 16 | 16
o21ai_0 | 122 | 122
nand4_1 | 31 | 31
mux2_2 | 70 | 70
o22ai_1 | 22 | 22
fa_1 | 297 | 297
nor2b_1 | 10 | 10
a31oi_1 | 28 | 27
nand2b_1 | 25 | 25
a211oi_1 | 32 | 32
and3_1 | 16 | 16
xnor2_1 | 72 | 72
ha_1 | 126 | 126
mux2i_1 | 54 | 54
xor2_1 | 30 | 30
o221ai_1 | 11 | 11
inv_1 | 332 | 332
o21a_1 | 18 | 18
nand2_1 | 308 | 307
nand3_1 | 58 | 58
a21o_1 | 30 | 30
clkdlybuf4s50_1 | 0 | 60
nor3_1 | 51 | 51

==> ./design.v <==
module iwrt #(parameter ILOC=0) (ps_dg_en,ps_dg_dgsclt,ps_dg_mdfy,ps_dg_wrt_en,ps_dg_iadd,ps_dg_madd,ps_dg_wrt_add,bc_dt,ireg,mreg,dg_wrt_en,dg_dtmxd);
input ps_dg_en,ps_dg_dgsclt,ps_dg_mdfy,ps_dg_wrt_en;
input[2:0] ps_dg_iadd,ps_dg_madd;
input[4:0] ps_dg_wrt_add;
input[15:0] bc_dt;
input[15:0] ireg;
input[15:0] mreg;
output dg_wrt_en;
output[15:0] dg_dtmxd;
reg dg_wrt_en;
reg[15:0] dg_dtmxd;
reg[1:0] cmp;
always@(*) begin
	cmp[0]= ( ({ps_dg_dgsclt,ps_dg_iadd}) == ILOC );
	cmp[1]= ps_dg_wrt_add[4] & ( ps_dg_wrt_add[3:0] == ILOC );
	dg_wrt_en= ( ( cmp[0] & ps_dg_en & ~ps_dg_mdfy ) | ( cmp[1] & ps_dg_wrt_en ) );
	if(ps_dg_wrt_en) begin
		if(cmp[1] & cmp[0]) begin 
			if(ps_dg_en & ~ps_dg_mdfy) begin	
				dg_dtmxd=bc_dt+mreg;
			end else begin
				dg_dtmxd=bc_dt;
			end
		end else if(ps_dg_wrt_add=={1'b0,ps_dg_dgsclt,ps_dg_madd}) begin
			if(ps_dg_en & ~ps_dg_mdfy) begin	
				dg_dtmxd=ireg+bc_dt;
			end else begin
				dg_dtmxd=ireg;
			end
		end else begin
			if(cmp[0] & ps_dg_en & ~ps_dg_mdfy) begin	
				dg_dtmxd=ireg+mreg;
			end else if(cmp[1]) begin
				dg_dtmxd=bc_dt;
			end else begin
				dg_dtmxd=ireg;
			end
		end
	end else if(cmp[0] & ps_dg_en & ~ps_dg_mdfy) begin
		dg_dtmxd=ireg+mreg;
	end else
		dg_dtmxd=ireg;
end
endmodule
module DAG_top(clk_rf,ps_dg_en,ps_dg_dgsclt,ps_dg_mdfy,ps_dmiaddinst,dg_dm_add,dg_ps_add,ps_dg_iadd,ps_dg_madd,bc_dt,ps_dg_wrt_en,dg_bc_dt,ps_dg_wrt_add,ps_dg_rd_add,ps_dg_immdt);
input clk_rf,ps_dg_en,ps_dg_dgsclt,ps_dg_mdfy,ps_dmiaddinst,ps_dg_wrt_en;
input[2:0] ps_dg_iadd,ps_dg_madd;
input[4:0] ps_dg_wrt_add,ps_dg_rd_add;
input [15:0] bc_dt,ps_dg_immdt;
output [15:0] dg_dm_add,dg_ps_add;
output [15:0] dg_bc_dt;
reg[15:0] i[15:0];
reg[15:0] m[15:0];
reg [15:0] dg_dm_add,dg_ps_add;
reg[15:0] dg_bc_dt,dg_rd_dt;
reg[15:0] iwrt_mreg;
wire[15:0] dg_wrt_en;
wire[15:0] dg_dtmxd[15:0];
integer y;
genvar x;
generate
	for(x=0;x<16;x=x+1) begin : generate_block_identifier
		iwrt #(.ILOC(x)) wrt_comb(ps_dg_en,ps_dg_dgsclt,ps_dg_mdfy,ps_dg_wrt_en,ps_dg_iadd,ps_dg_madd,ps_dg_wrt_add,bc_dt,i[x],iwrt_mreg,dg_wrt_en[x],dg_dtmxd[x]);
	end
endgenerate
always@(*) begin
	iwrt_mreg=m[{ps_dg_dgsclt,ps_dg_madd}];
end
always@(posedge clk_rf) begin
	for(y=0;y<16;y=y+1) begin
		if(dg_wrt_en[y]) begin
			i[y]<=dg_dtmxd[y];
		end
	end
	if(ps_dg_wrt_en) begin
		if(~ps_dg_wrt_add[4]) begin
	      		m[ps_dg_wrt_add[3:0]]<=bc_dt;  
  		end
	end
end
always@(*) begin 
	if (ps_dg_wrt_en) begin
		if(ps_dg_wrt_add=={1'b1,ps_dg_dgsclt,ps_dg_iadd}) begin 
			if(ps_dg_en) begin
				if(ps_dg_dgsclt) begin
					if(ps_dg_mdfy) begin
						dg_ps_add=bc_dt+m[ps_dg_madd+4'b1000];
					end else begin
						dg_ps_add=bc_dt;
					end
					dg_dm_add=16'b0;
				end else begin
					if(ps_dg_mdfy) begin
						dg_dm_add=bc_dt+m[ps_dg_madd];
					end
					else begin
						dg_dm_add=bc_dt;
					end
					dg_ps_add=16'b0;
				end 
			end else begin
				dg_ps_add=16'b0;
				dg_dm_add=16'b0;
			end	
		end else if(ps_dg_wrt_add=={1'b0,ps_dg_dgsclt,ps_dg_madd}) begin 
			if(ps_dg_en) begin
				if(ps_dg_dgsclt) begin
					if(ps_dg_mdfy) begin
						dg_ps_add=i[ps_dg_iadd+4'b1000]+bc_dt;
					end else begin
						dg_ps_add=i[ps_dg_iadd+4'b1000];
					end
					dg_dm_add=16'b0;
				end else begin
					if(ps_dg_mdfy) begin
						dg_dm_add=i[ps_dg_iadd]+bc_dt;
					end else begin
						dg_dm_add=i[ps_dg_iadd];
					end
					dg_ps_add=16'b0;
				end 
			end else begin
				dg_ps_add=16'b0;
				dg_dm_add=16'b0;
			end	
		end else begin
			if(ps_dg_en) begin
				if(ps_dg_dgsclt) begin 
					if(ps_dg_mdfy) begin
						dg_ps_add=i[ps_dg_iadd+4'b1000]+m[ps_dg_madd+4'b1000];
					end else begin
						dg_ps_add=i[ps_dg_iadd+4'b1000];
					end
					dg_dm_add=16'b0;
				end else begin
					if(ps_dg_mdfy) begin
						dg_dm_add=i[ps_dg_iadd]+m[ps_dg_madd];
					end else begin
						dg_dm_add=i[ps_dg_iadd];
					end
					dg_ps_add=16'b0;
				end
			end else begin
				dg_ps_add=16'b0;
				dg_dm_add=16'b0;
			end
		end 
	end else begin
		if(ps_dg_en) begin
			if(ps_dg_dgsclt) begin 
				if(ps_dg_mdfy) begin
					if(ps_dmiaddinst) begin
						dg_dm_add=i[ps_dg_iadd]+ps_dg_immdt;
						dg_ps_add=16'b0;
					end
					else begin
						dg_ps_add=i[ps_dg_iadd+4'b1000]+m[ps_dg_madd+4'b1000];
						dg_dm_add=16'b0;
					end
				end else begin
					dg_ps_add=i[ps_dg_iadd+4'b1000];
					dg_dm_add=16'b0;
				end
			end else begin
				if(ps_dg_mdfy) begin
					dg_dm_add=i[ps_dg_iadd]+m[ps_dg_madd];
				end
				else begin
					dg_dm_add=i[ps_dg_iadd];
				end
				dg_ps_add=16'b0;
			end
		end else begin
			dg_ps_add=16'b0;
			dg_dm_add=16'b0;
		end
	end
end
always@(*) begin
	if(ps_dg_rd_add[4]) begin
		dg_rd_dt=i[ps_dg_rd_add[3:0]];
	end else begin
		dg_rd_dt=m[ps_dg_rd_add[3:0]];    
	end
	if( (ps_dg_wrt_add==ps_dg_rd_add) & ps_dg_wrt_en) begin  
		dg_bc_dt=bc_dt;
	end else begin
		dg_bc_dt=dg_rd_dt;
	end
end
endmodule
==> ./run.sh <==
#!/bin/bash
# OpenROAD 26Q1-2900-gdf79404cd8, Yosys 0.63+post, stock flow scripts
make -C /OpenROAD-flow-scripts/flow DESIGN_CONFIG=/design/flow/config.mk WORK_HOME=/design/flow/orfs finish
==> ./config.mk <==
export PLATFORM = sky130hd
export DESIGN_NAME = DAG_top
export DESIGN_NICKNAME = DAG_top
export VERILOG_FILES = /design/flow/design.v
export SDC_FILE = /design/flow/constraint.sdc
export NUM_CORES = 4
export LEC_CHECK = 1
export CORE_UTILIZATION = 50
==> ./constraint.sdc <==
current_design DAG_top

set clk_period 75.1
set clk_io_pct 0.2

create_clock -name clk0 -period $clk_period [get_ports {clk_rf}]

set non_clock_inputs [all_inputs -no_clocks]
set_input_delay [expr $clk_period * $clk_io_pct] -clock clk0 $non_clock_inputs
set_output_delay [expr $clk_period * $clk_io_pct] -clock clk0 [all_outputs]
==> results.toml <==
# implementation run metrics
[synth]
flop_cell = "edfxtp_1"
ys_types = 85
netlist_area_mm2 = 0.05862
syn_area_per_cell_um2 = 8.761
netlist_instances = 6691
ys_area_mm2 = 0.05862
synth-seq-cells = 512
edf_count = 512
async_reset_ff_share_pct = 0
ys_cells = 6691
yosysWarningCount = 19
ys_seq_share_pct = 26.23

[die]
die_h_um = 344.4
rows = 125
initCoreUtil_pct = 50.45
pin_count = 102
fp.dieW_um = 344.4

[global_routing]
antenna_found_initial = 57
grt_max_degree = 122

[clock_network]
cts.htree.levels = 3
cts_setup_buffers = 0
cts_sinks = 512
post_cts_resize_count = 0
holdBufCountCts = 0
root_buffer = "clkbuf_16"
cts_max_path_buffers = 3
cts_buffers = 66

[run_status]
status = "stopped before the end"
error = "[ERROR GRT-0232] Routing congestion too high. Check the congestion heatmap in the GUI."
stop_stage = "5_1_grt"

[placement]
place_area_mm2 = 0.06221
dp_hpwl_um = 223000
portBuffers = 101
place_congestion = 1.139
## synthesized netlist by cell type, drive strengths merged (38+ instances only)
cell type | count | area [um2]
a21oi | 632 | 3163
nand2 | 608 | 2282
ha | 570 | 7132
nor2 | 538 | 2024
edfxtp | 512 | 15370
o21ai | 499 | 2497
xnor2 | 350 | 3065
clkbuf | 299 | 1125
nand3 | 177 | 885.9
o211ai | 170 | 1276
mux4 | 167 | 3761
inv | 166 | 623.1
nor3 | 163 | 815.8
xor2 | 151 | 1323
a211oi | 138 | 1036
a21o | 136 | 1021
a22oi | 133 | 998.5
a31oi | 127 | 794.5
mux2i | 97 | 970.9
nor2b | 74 | 462.9
buf | 70 | 297.8
o21a | 70 | 525.5
nand2b | 68 | 425.4
o21bai | 58 | 435.4
a221oi | 57 | 499.2
nand4 | 45 | 281.5
o221ai | 43 | 376.6
and3 | 39 | 244.0
fa | 38 | 760.7
## stage by stage
step	utilization, %	cells	power, uW	setup slack (ns)
floorplan	-	6691	618.2	40.68
global placement	53.53	8198	760.5	39.05
detailed placement	53.53	8198	764.6	39.10
CTS	55.40	8317	1096	39.06
## kinds of logic after synthesis
kind of cell,count (synthesis),synth area share [%]
AND-OR/OR-AND,2419,26.81
XOR/XNOR,501,7.485
adder cells (fa/ha/maj),608,13.46
buffers and inverters,535,3.490
flip-flops,512,26.23
multiplexers,286,8.495
AND/OR/NAND/NOR,1830,14.03
Power and IR drop assume default switching activity.

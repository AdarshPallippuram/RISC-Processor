==> ./design.v <==
module shifter #(parameter DATASIZE = 16)(clk_exe, reset, ps_shf_en, ps_shf_cls, xb_dtx, xb_dty, shf_xb_dt, shf_ps_sv, shf_ps_sz);
input wire reset, clk_exe;
input wire ps_shf_en;
input wire [1:0]ps_shf_cls;
input wire [DATASIZE-1:0]xb_dtx;
input wire [DATASIZE-1:0]xb_dty;
output reg [DATASIZE-1:0]shf_xb_dt;
output reg shf_ps_sv, shf_ps_sz;
reg [DATASIZE-1:0]ip1, ip2; 
reg [1:0]shf_cls;
reg shf_en;
wire [DATASIZE-1:0]ip2_2c;
wire [DATASIZE-1:0]rot;
wire [DATASIZE-1:0]rot_inv;
assign ip2_2c = (ip2^{DATASIZE{ip2[DATASIZE-1]}})+ip2[DATASIZE-1];
assign rot = ip2_2c%16'd16;
assign rot_inv = 16'd16-rot;
reg [7:0]zval8, oval8;
reg [4:0]zval4, oval4;
reg [4:0]leftz, lefto;
reg [DATASIZE-1:0]rot1, rot2;
always@*
begin
	case(shf_cls)
		2'b00:	begin
			if(ip2[DATASIZE-1])				 
			begin
				shf_xb_dt=$signed(ip1)>>>ip2_2c;
				shf_ps_sv=1'b0;	 
			end
			else	
			begin		
				shf_xb_dt=ip1<<<ip2;
			if(ip1[DATASIZE-1]!=shf_xb_dt[DATASIZE-1])
				shf_ps_sv=1'b1;
			else 
				shf_ps_sv=1'b0;
			end
			if(shf_xb_dt==16'h0000)
				shf_ps_sz=1'b1;
			else 
				shf_ps_sz=1'b0;
			end
		2'b01:	begin
			if(ip2[DATASIZE-1])			 
			begin
				rot1=rot;
				rot2=rot_inv;
			end
			else
			begin
				rot1=rot_inv;
				rot2=rot;
			end
			shf_xb_dt = (ip1>>rot1) | (ip1<<rot2);
			if(shf_xb_dt==16'h0000)
				shf_ps_sz=1'b1;
			else 
				shf_ps_sz=1'b0;
			shf_ps_sv=1'b0;
			end	
	2'b10:	begin
				if(ip1 == 16'h0000) 	leftz=5'b10000;		 
				else
				begin
					leftz[4]=1'b0;
					leftz[3] = (ip1[15:8] == 8'h00);	
					zval8      = (leftz[3] ? ip1[7:0] : ip1[15:8]);
					leftz[2] = (zval8[7:4] == 4'h0);
					zval4      = (leftz[2] ? zval8[3:0] : zval8[7:4]);
					leftz[1] = (zval4[3:2] ==2'b00);
					leftz[0] = leftz[1] ? ~zval4[1] : ~zval4[3];
				end
				shf_xb_dt=leftz;	
				if(ip1[DATASIZE-1])
					shf_ps_sz=1'b1;
				else 
					shf_ps_sz=1'b0;
				if(shf_xb_dt==16'h0010)
					shf_ps_sv=1'b1;
				else 
					shf_ps_sv=1'b0;
		end
	2'b11:	begin
				if(ip1 == 16'hffff) 	lefto=5'b10000;		 
				else
				begin
					lefto[4]=1'b0;
					lefto[3] = (ip1[15:8] == 8'hff);
					oval8    = (lefto[3] ? ip1[7:0] : ip1[15:8]);
					lefto[2] = (oval8[7:4] == 4'hf);
					oval4   = (lefto[2] ? oval8[3:0] : oval8[7:4]);
					lefto[1] = (oval4[3:2] == 2'b11);
					lefto[0] = lefto[1] ? oval4[1] : oval4[3];
				end
				shf_xb_dt=lefto;
				if(!ip1[DATASIZE-1])
					shf_ps_sz=1'b1;
				else 
					shf_ps_sz=1'b0;
				if(shf_xb_dt==16'h0010)
					shf_ps_sv=1'b1;
				else 
					shf_ps_sv=1'b0;
		end
	endcase
end
always@(posedge clk_exe or negedge reset)
begin
	if(~reset)
	begin
		shf_en<=1'b0;
		shf_cls<=2'b0;
		ip1<=16'h1;
		ip2<=16'h1;
	end
	else
	begin
		shf_en<=ps_shf_en;
		if(ps_shf_en) 
		begin
			shf_cls<=ps_shf_cls;
			ip1<=xb_dtx;
			if(!ps_shf_cls[1])	ip2<=xb_dty;
		end
	end
end
endmodule
==> ./run.sh <==
#!/bin/bash
# OpenROAD 26Q1-2900-gdf79404cd8, Yosys 0.63+post, stock flow scripts
make -C /OpenROAD-flow-scripts/flow DESIGN_CONFIG=/design/flow/config.mk WORK_HOME=/design/flow/orfs finish
==> ./config.mk <==
export PLATFORM = sky130hd
export DESIGN_NAME = shifter
export DESIGN_NICKNAME = shifter
export VERILOG_FILES = /design/flow/design.v
export SDC_FILE = /design/flow/constraint.sdc
export NUM_CORES = 4
export LEC_CHECK = 1
export CORE_UTILIZATION = 30
==> ./constraint.sdc <==
current_design shifter

set clk_period 6.7
set clk_io_pct 0.2

create_clock -name clk0 -period $clk_period [get_ports {clk_exe}]

set non_clock_inputs [all_inputs -no_clocks]
set_input_delay [expr $clk_period * $clk_io_pct] -clock clk0 $non_clock_inputs
set_output_delay [expr $clk_period * $clk_io_pct] -clock clk0 [all_outputs]
==> impl_metrics.toml <==
# implementation run metrics
[logic_synthesis]
ys_cells = 799
ff_type = "dfrtp_1"
yosysSeqAreaShare_pct = 13.98
ys.flops = 34
ys_chip_area_um2 = 6106
synth_area_um2 = 6106
syn-instance-count = 799
synthArstFlopShare_pct = 100.0
yosysUniqueCellTypes = 80
yosys_warnings = 1
syn-mean-instance-area_um2 = 7.642
synth-edff-count = 0

[timing]
rsz0062_at_grt = "no"
period_needed_ns = 6.464
slew_headroom_pct = 36.57
slew_violations = 0
setup_slack_ns = 0.2364
finalCritPeriodShare_pct = 96.47
tightest_slew_ns = 0.9434
setup_violations = 0
fmax_ghz = 0.1547
final_hold_viol_count = 0
fin_setup_tns_ns = 0
fin_worst_skew_ns = 0

[setup_path]
critPathKind = "reg2out"
cp-start-kind = "flip-flop"
required_ns = 5.36
cp_max_fo = 22
cp.arrival_ns = 5.12
endpoint_kind = "output port"

[routing]
vias = 6448
wl_per_cell_um = 20.86
insertedDiodeCount = 0
wl_um = 22360
route.detailed.drc = 0
drtIter0Drc = 651
avgViaCountPerCell = 6.015
dr.pass1.iters = 5
ant_nets = 0

[floorplan]
coreArea_um2 = 19720
fp.dieArea_um2 = 20930
fp_util_pct = 30.97
ioPinCount = 55
die_h_um = 144.7
die_w_um = 144.7
row_count = 51

[layout]
drive_gt1_share_pct = 15.37
finalInstanceArea_um2 = 7186
final_util_pct = 36.44
syn2layout_area_growth_pct = 17.68

[pwr]
p_leak_uw = 0.002757
p_total_uw = 2433
power.density_nw_per_um2 = 338.6
ir_drop_mv = 0.1422

[cts]
root_buffer = "clkbuf_16"
clk_latency_ns = 0.28
clk_pin_slew_ns = 0.05
holdBufCountCts = 0
numCtsBuffers = 5
clock_sinks = 34
tritoncts = "built"
cts_buffer_depth = 2
htree_levels = 2

[grt]
grt_overflow = 0
antenna_found_initial = 0
grt_pass1_wl_um = 34780
grt_usage_pct = 22.20
grt_pass1_vias = 5763
grt_max_degree = 38

[placement]
hpwl_um = 16470
place_ws_ns = 0.3585
gp_congestion = 1.002
io_buffers = 54
placed_area_um2 = 6902

[flow_run]
tool_warnings = 25
cap_violations = 0

[run_status]
outcome = "finished clean"

[min_path]
hold_path.class = "reg2reg"
## final cells by class
| type | instances | area, µm² |
|---|---|---|
| clock buffer | 5 | 125.1 |
| clock inverter | 3 | 68.82 |
| fill | 2032 | 12530 |
| inverter | 12 | 45.04 |
| multi-input combinational | 667 | 4965 |
| sequential | 34 | 858.3 |
| tap | 265 | 331.6 |
| timing repair buffer | 86 | 792.0 |
## critical path: stages (launching register included)
cell	delay [ns]
dfstp_4	0.76
inv_2	0.14
ha_2	0.45
xnor2_2	0.15
inv_1	0.08
ha_1	0.38
mux2i_2	0.18
buf_6	0.25
mux2i_2	0.31
mux4_2	0.33
mux2i_1	0.11
a221o_1	0.31
a2111oi_0	0.27
nand4_1	0.14
o31ai_1	0.33
a31o_1	0.16
clkdlybuf4s50_1	0.47
## final timing paths
| path | slack [ns] | startpoint | endpoint | cells after the start |
|---|---|---|---|---|
| max | 0.24 | ip2[0] | shf_ps_sz | 16 |
| min | 0.52 | ip1[14] | ip1[14] | 1 |
| max reg2reg | 4.73 | ip1[15] | ip1[15] | 2 |
| min reg2reg | 0.52 | ip1[14] | ip1[14] | 1 |
| max in group asynchronous | 4.89 | reset | ip1[0] | 2 |
| min in group asynchronous | 1.47 | reset | ip2[10] | 2 |
## kinds of logic (layout without fill, tap and decap cells)
kind of cell               count (synthesis)  after routing  synth area share [%]
AOI/OAI and AO/OA                        226            226                 24.45
buffers and inverters                     98            106                 6.434
muxes                                    160            160                 29.84
and+or+nand+nor                          257            257                 21.56
xor gates and xnor gates                  21             21                 3.135
DFF                                       34             34                 13.98
adders and majority gates                  3              3                0.6148
## per-layer routing
metal / GRT usage, % / vias up / part of all wire (%)
li1: - / 3058 / -
met5: 0 / - / 0
met2: 31.07 / 303 / 41
met4: 3.601 / 0 / 1.7
met1: 35.27 / 3058 / 47
met3: 4.891 / 29 / 9.9
## synth_stat cells (all sizes together) (4+ instances only)
cell type	count	area [µm²]
nand4	10	62.56
nand4b	4	35.03
or2	4	25.02
o31ai	7	52.55
o21ai	49	245.2
inv	9	33.78
a22oi	10	75.07
xor2	5	43.79
a211o	4	35.03
o21a	4	30.03
a221oi	5	43.79
or3	5	31.28
mux4	14	315.3
o211ai	9	72.57
and2	5	31.28
and3	10	62.56
nor2b	10	62.56
buf	28	130.1
nor2	54	202.7
mux2	36	405.4
o22ai	7	43.79
a21oi	62	310.3
nand3	31	160.1
nor3	14	70.07
nand3b	5	37.54
nor4	7	58.81
dfrtp	32	800.8
nand2	71	266.5
a211oi	21	157.7
nand2b	11	68.82
a31oi	11	68.82
mux2i	110	1101
clkbuf	58	217.7
xnor2	16	147.7
## flip-flops by register name, summed over array words and instances (netlist names)
register / count
ip1: 16
ip2: 16
shf_cls: 2
## cells in the final DEF, fill, tap and decap left out, types with 11 or more instances in the layout
cell type and count:
nor3_1 14, nand2_1 71, a31oi_1 11, nor2_1 54
xnor2_1 11, a21oi_1 62, o21ai_0 48, mux2_2 36
buf_4 30, a211oi_1 21, dfrtp_1 31, mux2i_1 104
nand2b_1 11, mux4_2 14, clkdlybuf4s50_1 54, nand3_1 30
## report_power, final
group	switching (µW)	leakage, µW	internal [µW]
sequential	92.0	0.000398	231
clock	86.7	0.0000940	214
combinational	1020	0.00227	788
total	1200	0.00276	1230
## stage by stage
step           hold WS, ns  cells
2_1_floorplan       0.5733    799
3_3_place_gp        0.5031   1064
3_5_place_dp        0.5066   1064
4_1_cts             0.5230   1072
5_1_grt             0.5470   1072
6_report            0.5224   1072
## what timing repair did
item | in CTS | in global routing
setup endpoints to repair | 0 | 9
buffers inserted | 0 | 0
resized | 0 | 19
endpoints found under the hold margin | 0 | 0
Power and IR drop assume default switching activity.
